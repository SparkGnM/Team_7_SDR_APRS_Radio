`flow/config.mk`:
```
export PLATFORM = sky130hd
export DESIGN_NAME = ad7386_axis_source_1Msps
export DESIGN_NICKNAME = ad7386_axis_source_1Msps
export VERILOG_FILES = /design/flow/design.v
export SDC_FILE = /design/flow/constraint.sdc
export NUM_CORES = 4
export LEC_CHECK = 1
export CORE_UTILIZATION = 30
```
`flow/constraint.sdc`:
```
current_design ad7386_axis_source_1Msps

set clk_period 3.6
set clk_io_pct 0.2

create_clock -name clk0 -period $clk_period [get_ports {clk}]

set non_clock_inputs [all_inputs -no_clocks]
set_input_delay [expr $clk_period * $clk_io_pct] -clock clk0 $non_clock_inputs
set_output_delay [expr $clk_period * $clk_io_pct] -clock clk0 [all_outputs]
```
`flow/design.v`:
```
`timescale 1ns / 1ps
module ad7386_axis_source_1Msps (
    input  wire        clk,           
    input  wire        rst_n,         
    output reg         adc_cs_n,
    output reg         adc_sclk,
    input  wire        adc_sdoa,
    output reg [15:0]  m_axis_tdata,
    output reg         m_axis_tvalid,
    input  wire        m_axis_tready
);
    localparam integer SCLK_DIV  = 3;   
    localparam integer FRAME_GAP = 4;   
    localparam [1:0]
        ST_IDLE  = 2'd0,
        ST_SHIFT = 2'd1,
        ST_HOLD  = 2'd2;
    reg [1:0]  state;
    reg [$clog2(SCLK_DIV)-1:0] div_cnt;
    wire                       tick = (div_cnt == 0);
    always @(posedge clk or negedge rst_n) begin
        if (!rst_n)
            div_cnt <= 0;
        else
            div_cnt <= div_cnt + 1'b1;
    end
    reg [5:0]   bit_cnt;      
    reg [15:0]  shift_reg;
    reg [$clog2(FRAME_GAP+1)-1:0] gap_cnt;
    always @(posedge clk or negedge rst_n) begin
        if (!rst_n) begin
            state         <= ST_IDLE;
            adc_cs_n      <= 1'b1;
            adc_sclk      <= 1'b0;
            bit_cnt       <= 0;
            shift_reg     <= 16'd0;
            gap_cnt       <= 0;
            m_axis_tdata  <= 16'd0;
            m_axis_tvalid <= 1'b0;
        end else begin
            m_axis_tvalid <= 1'b0;
            case (state)
                ST_IDLE: begin
                    adc_cs_n <= 1'b1;
                    adc_sclk <= 1'b0;
                    if (gap_cnt < FRAME_GAP) begin
                        gap_cnt <= gap_cnt + 1'b1;
                    end else if (m_axis_tready) begin
                        adc_cs_n <= 1'b0;    
                        bit_cnt  <= 0;
                        gap_cnt  <= 0;
                        state    <= ST_SHIFT;
                    end
                end
                ST_SHIFT: begin
                    if (tick) begin
                        adc_sclk <= ~adc_sclk;
                        if (adc_sclk == 1'b0) begin
                            shift_reg <= {shift_reg[14:0], adc_sdoa};
                            bit_cnt   <= bit_cnt + 1'b1;
                            if (bit_cnt == 15) begin
                                adc_cs_n     <= 1'b1;  
                                adc_sclk     <= 1'b0;
                                m_axis_tdata <= {shift_reg[14:0], adc_sdoa};
                                m_axis_tvalid<= 1'b1;
                                state        <= ST_HOLD;
                            end
                        end
                    end
                end
                ST_HOLD: begin
                    if (m_axis_tready) begin
                        m_axis_tvalid <= 1'b0;
                        state         <= ST_IDLE;
                    end else begin
                        m_axis_tvalid <= 1'b1;
                    end
                end
                default: state <= ST_IDLE;
            endcase
        end
    end
endmodule
```
`flow/run.sh`:
```
#!/bin/bash
# OpenROAD 26Q1-2900-gdf79404cd8, Yosys 0.63+post, stock flow scripts
make -C /OpenROAD-flow-scripts/flow DESIGN_CONFIG=/design/flow/config.mk WORK_HOME=/design/flow/orfs finish
```
==> impl_metrics.toml <==
# flow metrics
[status]
status = "completed"

[power]
max-vdd-ir-drop_v = 0.000371
switchingPower_w = 0.000493
switching_share = 0.292
leakage_nw = 1.11
p_seq_frac = 0.483
powerDensity_nw_per_um2 = 701
clkPwrFrac = 0.219
p_comb_frac = 0.298
p_total_w = 0.00169
internal_power_w = 0.00120

[synthesis]
ys.flop_type = "dfrtp_1"
syn_avg_cell_area_um2 = 13.7
synth_chip_area_um2 = 2020
yosysCellCount = 148
area_leaders = "dfrtp_1 57%, mux2_2 13%, mux2_4 5.9%"
top_area_frac = 0.570
ys_seq_frac = 0.596
syn-cell-area_um2 = 2020
synthArstFlopShare = 1.00
yosysTopAreaCell = "dfrtp_1"
netlist_instances = 148
edf_count = 0
yosysWarnings = 1
ys_seq_elements = 48
synthDistinctLibCells = 35

[finish]
mi_logic_area_um2 = 754
post-route-util = 0.375
area_growth_pct = 19.3
flop_area_um2 = 1200
final_cell_mix = "46 x dfrtp_1, 24 x mux2_2, 21 x clkdlybuf4s50_1"
largest_reg_flops = 16
fillers = 612
drive_above_1_share = 0.274
layout_top_cell = "dfrtp_1"

[timing]
fin_worst_skew_ns = 0.00916
fin_crit_ns = 2.32
finalCritPeriodShare = 0.646
worstMarginPinSlew_ns = 0.581
slew_viol_final = 0
slew_headroom = 0.609
rsz0062_at_grt = "false"
setup_viol = 0
fmax_ghz = 0.430
tns_ns = 0
hold_violations = 0

[grt]
grt_pass1_vias = 1140
antenna_found_initial = 0
grt_start_max_net_pins = 31
grtUsageTotal = 0.0960
grt_overflow = 0
grt_pass1_wl_um = 5350

[clocking]
htreeDepth = 2
numClockSinks = 48
ctsLongestPathBuffers = 2
clkLatencyLatePin_ns = 0.29
clock-root-buffer = "clkbuf_8"
cts-buffers-inserted = 5
tritoncts = "done"
hold_buffers = 0
clk_pin_slew_ns = 0.08
cts_resized = 0
post_cts_buffers = 0

[setup_path]
crit_chain = "clkdlybuf4s50_1 > a21boi_0 > o21bai_1 > or4_1 > a21oi_1"
r2r_cells = 7
critPathMaxFanout = 8
cp_top_family = "AND-OR/OR-AND gates"
setup.worst_path.class = "input pin to flip-flop"
worstSetupStartpointType = "input pin"
required_ns = 3.82
worstReg2RegStart = "div_cnt[0]$_DFF_PN0_"
slowest_stage = "clkdlybuf4s50_1"
r2r_end = "m_axis_tdata[7]$_DFFE_PN0P_"
cp.arrival_ns = 2.55
cp.buffers_inverters = 1
r2r_setup_slack_ns = 1.30
cp_slowest_stage_delay_ns = 0.56
endpoint_kind = "flip-flop"

[routing]
drt_wl_total_um = 3100
via_per_inst = 4.72
wl_per_cell_um = 12.3
drt_pass1_iterations = 22
drt_iter0_markers = 69
ant_nets = 0
vias = 1190
diodes = 0
post-route-drc-count = 0

[place]
gp_routability_congestion = 0.811
io_buffers = 22
hpwl_um = 2170

[floorplanning]
fp-row-count = 29
dieArea_um2 = 7070
die_h_um = 84.1
ios = 23
core-area_um2 = 6420
initCoreUtil = 0.315
fp.dieW_um = 84.1

[worst_hold_path]
hold_class = "input pin to asynchronous set/reset pin"

[run]
drv_cap = 0
warnings = 25
[power by group through the flow]
stage / Clock, W / Sequential, W / Combinational, W
6_report: 0.000370 / 0.000816 / 0.000504
4_1_cts: 0.000387 / 0.000817 / 0.000512
5_1_grt: 0.000405 / 0.000840 / 0.000564
[metrics by stage]
| stage | instances | worst slack [ns] | cell area, um2 | hold WS [ns] |
|---|---|---|---|---|
| finish | 252 | 1.28 | 2410 | 0.341 |
| CTS | 252 | 1.28 | 2410 | 0.349 |
| floorplan | 148 | 1.61 | 2020 | 0.386 |
| global placement | 244 | 1.02 | 2300 | 0.401 |
| global route | 252 | 1.16 | 2410 | 0.362 |
| detailed placement | 244 | 0.963 | 2300 | 0.398 |
[layer usage]
| layer | up-vias | GRT usage | part of all wire |
|---|---|---|---|
| met4 | 0 | 0.00940 | 0.0090 |
| met1 | 587 | 0.155 | 0.52 |
| met2 | 23 | 0.134 | 0.42 |
| li1 | 578 | - | - |
| met5 | - | 0 | 0 |
| met3 | 2 | 0.0321 | 0.051 |
[final cells by class]
cell class,instances,area share
clock buffer,6,0.0301
inverter,5,0.00778
multi-input combinational,90,0.313
clock inverter,2,0.0145
tap,77,0.0400
sequential,48,0.499
timing repair buffer,24,0.0955
[synthesized netlist by cell type, drive strengths merged, types with 3 or more instances]
cell type	n
a22o	3
mux2	32
buf	3
ha	3
a21o	3
o21ai	10
a21oi	6
nor2	3
nand2	9
dfrtp	46
inv	5
[cells by family after synthesis]
family / count (synthesis) / synth area share
flip-flops: 48 / 0.596
AND/OR/NAND/NOR: 28 / 0.0787
buffers and inverters: 10 / 0.0310
multiplexers: 32 / 0.193
AND-OR/OR-AND: 27 / 0.0830
adder cells (fa/ha/maj): 3 / 0.0186
[worst max path at each step]
stage | start | to | slack [ns] | cells past startpoint
finish | m_axis_tready | bit_cnt[5]$_DFFE_PN0P_ | 1.28 | 5
global route | m_axis_tready | bit_cnt[5]$_DFFE_PN0P_ | 1.16 | 5
CTS | m_axis_tready | bit_cnt[5]$_DFFE_PN0P_ | 1.28 | 5
