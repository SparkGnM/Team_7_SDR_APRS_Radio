File: flow/config.mk
export PLATFORM = sky130hd
export DESIGN_NAME = ad5541_axis_sink_1Msps
export DESIGN_NICKNAME = ad5541_axis_sink_1Msps
export VERILOG_FILES = /design/flow/design.v
export SDC_FILE = /design/flow/constraint.sdc
export NUM_CORES = 4
export LEC_CHECK = 1
export CORE_UTILIZATION = 30
File: flow/design.v
`timescale 1ns / 1ps
module ad5541_axis_sink_1Msps (
    input  wire        clk,           
    input  wire        rst_n,         
    input  wire [15:0] s_axis_tdata,
    input  wire        s_axis_tvalid,
    output reg         s_axis_tready,
    output reg         dac_cs_n,
    output reg         dac_sclk,
    output reg         dac_din
);
    localparam integer SCLK_DIV = 3;
    localparam [1:0]
        ST_IDLE  = 2'd0,
        ST_SHIFT = 2'd1;
    reg [1:0]  state;
    reg [$clog2(SCLK_DIV)-1:0] div_cnt;
    wire                       tick = (div_cnt == 0);
    always @(posedge clk or negedge rst_n) begin
        if (!rst_n)
            div_cnt <= 0;
        else
            div_cnt <= div_cnt + 1'b1;
    end
    reg [15:0] shift_reg;
    reg [4:0]  bit_cnt;    
    always @(posedge clk or negedge rst_n) begin
        if (!rst_n) begin
            state         <= ST_IDLE;
            dac_cs_n      <= 1'b1;
            dac_sclk      <= 1'b0;
            dac_din       <= 1'b0;
            s_axis_tready <= 1'b1;
            shift_reg     <= 16'd0;
            bit_cnt       <= 0;
        end else begin
            case (state)
                ST_IDLE: begin
                    dac_cs_n      <= 1'b1;
                    dac_sclk      <= 1'b0;
                    s_axis_tready <= 1'b1;
                    if (s_axis_tvalid) begin
                        shift_reg     <= s_axis_tdata;
                        bit_cnt       <= 16;
                        s_axis_tready <= 1'b0;    
                        dac_cs_n      <= 1'b0;    
                        state         <= ST_SHIFT;
                    end
                end
                ST_SHIFT: begin
                    if (tick) begin
                        dac_sclk <= ~dac_sclk;
                        if (dac_sclk == 1'b0) begin
                            dac_din   <= shift_reg[15];
                            shift_reg <= {shift_reg[14:0], 1'b0};
                        end else begin
                            bit_cnt <= bit_cnt - 1'b1;
                            if (bit_cnt == 1) begin
                                dac_cs_n      <= 1'b1;
                                dac_sclk      <= 1'b0;
                                s_axis_tready <= 1'b1;
                                state         <= ST_IDLE;
                            end
                        end
                    end
                end
                default: state <= ST_IDLE;
            endcase
        end
    end
endmodule
File: flow/run.sh
#!/bin/bash
# OpenROAD 26Q1-2900-gdf79404cd8, Yosys 0.63+post, stock flow scripts
make -C /OpenROAD-flow-scripts/flow DESIGN_CONFIG=/design/flow/config.mk WORK_HOME=/design/flow/orfs finish
File: flow/constraint.sdc
current_design ad5541_axis_sink_1Msps

set clk_period 2.8
set clk_io_pct 0.2

create_clock -name clk0 -period $clk_period [get_ports {clk}]

set non_clock_inputs [all_inputs -no_clocks]
set_input_delay [expr $clk_period * $clk_io_pct] -clock clk0 $non_clock_inputs
set_output_delay [expr $clk_period * $clk_io_pct] -clock clk0 [all_outputs]
==> results_dict.tcl <==
# yosys + openroad results
set metrics [dict create \
    p_leak_nw 0.712 \
    yosysTopAreaCell "dfrtp_1" \
    postLayoutCoreUtil 0.399 \
    drcViolationCount 0 \
    root_buffer "clkbuf_8" \
    critical-path-slowest-cell "mux2i_1" \
    io_pins 23 \
    die-height_um 68.9 \
    cts_setup_buffers 0 \
    openroad.warnings 26 \
    post-route-min-period_ns 1.88 \
    synthCells 131 \
    finalClockSkew_ns 0.00122 \
    path_class "in2reg" \
    reg2reg_to "shift_reg[5]$_DFFE_PN0P_" \
    fp_util 0.324 \
    die_w_um 68.9 \
    top_cell "dfrtp_1" \
    drv_cap 0 \
    r2r-start "state[0]$_DFF_PN1_" \
    wl_mm 2.39 \
    antenna_cells 0 \
    crit_path_start "s_axis_tvalid" \
    cp.depth 6 \
    clock-sinks 28 \
    cp.arrival_ns 2.03 \
    fillCellCount 417 \
    clock_latency_ns 0.27 \
    ir_worst_vdd_mv 0.563 \
    status "finished, final reports clean" \
    fin_crit_sh 0.672 \
    grt_pass1_vias 950 \
    routedWlPerCell_um 11.8 \
    endpoint "shift_reg[5]$_DFFE_PN0P_" \
    grt.total_usage 0.118 \
    ant_nets 0 \
    path_buffers 2 \
    ys_seq_share 0.524 \
    ys_async_sr_fraction 1.00 \
    antenna_found_initial 0 \
    rsz0062_at_grt "false" \
    synthToLayoutAreaGrowth_pct 23.4 \
    clockBufferDepth 2 \
    ctsHoldBuffers 0 \
    setup_viol 0 \
    syn_area_mm2 0.00134 \
    instances_no_fill 203 \
    slew_headroom 0.565 \
    ys_ff 28 \
    reg2reg_depth 5 \
    post_cts_resized 0 \
    grt_max_degree 32 \
    synth_stat.cells 131 \
    crit_family "buffers and inverters" \
    largest_register_ffs 16 \
    end_kind "flip-flop" \
    logic_area_um2 572 \
    seq_area_um2 703 \
    hold_viol_final 0 \
    crit_fanout 31 \
    cts_tree "built" \
    edf_count 0 \
    max_freq_ghz 0.532 \
    crit_chain "clkdlybuf4s50_1, mux2i_1, a21oi_2, buf_4, nor2_1, a21oi_1" \
    syn_area_per_cell_um2 10.2 \
    htree_levels 1 \
    p_per_area_mw_per_mm2 1010 \
    area_leaders "dfrtp_1 49%, mux2i_1 12%, a21oi_1 6.7%" \
    startpoint_type "input port" \
    timing.hold.ws_ns 0.415 \
    port_buffers 22 \
    top_area_frac 0.485 \
    cts.clk_slew.worst_paths_ns 0.09 \
    fp.coreArea_mm2 0.00414 \
    crit_path_max_incr_delay_ns 0.54 \
    hp-class "reg2reg" \
    vias_per_cell 4.85 \
    ys_area_mm2 0.00134 \
    gp_congestion 0.760 \
    setup_tns_ns 0 \
    drt_first_pass_iters 4 \
    drt_iter0_markers 76 \
    yosys_warnings 1 \
    r2r_setup_slack_ns 1.04 \
    critPathRequiredTime_ns 2.95 \
    fp-row-count 23 \
    dpl.hpwl_mm 1.65 \
    cts_buffers 3 \
    post_synth_num_cell_types 27 \
    top_cells_by_count "26 x dfrtp_1, 18 x a21oi_1, 17 x nor2_1, 16 x mux2i_1" \
    synth-main-ff-cell "dfrtp_1" \
    drive_gt1_frac 0.0850 \
    grt_remaining_overflow 0 \
    drv_slew 0 \
    dp.cells 199 \
    die-area_mm2 0.00474 \
    vias 985 \
    grt_pass1_wl_mm 4.12 \
    worst_pin_slew_ns 0.634 \
]
## cell type report
class,count,area share
clock buffers,4,0.0272
repair buffers,25,0.147
flip-flops and latches,28,0.425
inverters,8,0.0181
well taps,50,0.0378
multi-input cells,88,0.345
## where the power goes
part           internal (W)  switching (W)
Sequential         0.000581       0.000109
Combinational      0.000372       0.000394
Clock              0.000102       0.000120
## per-layer routing
layer / routed length, um / global-route usage
met1: 1230 / 0.179
met2: 1010 / 0.184
met3: 136 / 0.0300
met4: 10 / 0.00510
met5: 0 / 0
## stage by stage
| step | total power [W] | instance area (um2) | setup WS (ns) |
|---|---|---|---|
| 2_1_floorplan | 0.00128 | 1340 | 1.31 |
| 3_3_place_gp | 0.00144 | 1610 | 0.720 |
| 3_5_place_dp | 0.00147 | 1610 | 0.636 |
| 4_1_cts | 0.00170 | 1660 | 0.950 |
| 5_1_grt | 0.00184 | 1660 | 0.814 |
| 6_report | 0.00168 | 1660 | 0.920 |
## worst reg2reg max path, delay by kind of cell, from the launching register on
family | cells | cell delay, ns
compound gates | 2 | 0.11
simple gates | 1 | 0.12
mux | 1 | 0.58
buf+inv | 1 | 0.25
flops | 1 | 0.59
## worst min path at each step
| stage | endpoint | slack, ns | start | depth (start not counted) |
|---|---|---|---|---|
| 5_1_grt | div_cnt[0]$_DFF_PN0_ | 0.45 | div_cnt[0]$_DFF_PN0_ | 1 |
| 6_report | div_cnt[0]$_DFF_PN0_ | 0.42 | div_cnt[0]$_DFF_PN0_ | 1 |
| 4_1_cts | div_cnt[0]$_DFF_PN0_ | 0.42 | div_cnt[0]$_DFF_PN0_ | 1 |
## kinds of logic (layout without fill, tap and decap cells)
family,Yosys count,after routing,share of synthesized area
AOI/OAI and AO/OA,30,30,0.135
xor gates and xnor gates,2,2,0.0131
adders and majority gates,3,3,0.0280
buffers and inverters,15,37,0.0494
DFF,28,28,0.524
muxes,17,17,0.128
and+or+nand+nor,36,36,0.122
## cell usage in the layout, fill, tap and decap left out
cell type         n
a211oi_1          1
a31oi_1           1
nand3_1           2
clkdlybuf4s50_1  22
nor3b_1           1
or2_2             2
a21oi_2           1
inv_1             8
mux2i_1          16
o21ai_0           4
buf_4             3
a2111oi_2         1
clkbuf_8          3
nand2b_1          3
a21oi_1          18
o211ai_1          1
clkbuf_1          1
dfrtp_1          26
nand2_1           8
nor4_1            1
a22o_1            3
nor2_1           17
dfstp_2           2
ha_1              3
mux2_2            1
nand4_1           1
xnor2_1           2
nand4b_1          1
No activity file was given, so power comes from the tool's default toggle rates.
