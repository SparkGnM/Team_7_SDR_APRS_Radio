**./run.sh**
```bash
#!/bin/bash
# OpenROAD 26Q1-2900-gdf79404cd8, Yosys 0.63+post, stock flow scripts
make -C /OpenROAD-flow-scripts/flow DESIGN_CONFIG=/design/flow/config.mk WORK_HOME=/design/flow/orfs finish
```
**./config.mk**
```make
export PLATFORM = sky130hd
export DESIGN_NAME = mcp41hv51_btn_ctrl
export DESIGN_NICKNAME = mcp41hv51_btn_ctrl
export VERILOG_FILES = /design/flow/design.v
export SDC_FILE = /design/flow/constraint.sdc
export NUM_CORES = 4
export LEC_CHECK = 1
export CORE_UTILIZATION = 40
```
**./constraint.sdc**
```tcl
current_design mcp41hv51_btn_ctrl

set clk_period 2.9
set clk_io_pct 0.2

create_clock -name clk0 -period $clk_period [get_ports {clk}]

set non_clock_inputs [all_inputs -no_clocks]
set_input_delay [expr $clk_period * $clk_io_pct] -clock clk0 $non_clock_inputs
set_output_delay [expr $clk_period * $clk_io_pct] -clock clk0 [all_outputs]
```
**./design.v**
```verilog
`timescale 1ns/1ps
module mcp41hv51_btn_ctrl #(
    parameter integer SCK_DIV = 10
)(
    input  wire        clk,
    input  wire        resetn,      
    input  wire [3:0]  btns,        
    output reg         pot_cs_n,
    output reg         pot_sck,
    output reg         pot_mosi
);
    localparam [7:0] DEFAULT_WIPER = 8'd227;
    reg [7:0] wiper_value;
    reg btn0_d0, btn0_d1;
    reg btn1_d0, btn1_d1;
    always @(posedge clk) begin
        if (!resetn) begin
            btn0_d0 <= 1'b0;
            btn0_d1 <= 1'b0;
            btn1_d0 <= 1'b0;
            btn1_d1 <= 1'b0;
        end else begin
            btn0_d0 <= btns[0];
            btn0_d1 <= btn0_d0;
            btn1_d0 <= btns[1];
            btn1_d1 <= btn1_d0;
        end
    end
    wire down_rise =  btn0_d0 & ~btn0_d1;  
    wire up_rise   =  btn1_d0 & ~btn1_d1;  
    always @(posedge clk) begin
        if (!resetn) begin
            wiper_value <= DEFAULT_WIPER;
        end else begin
            if (up_rise && !down_rise) begin
                if (wiper_value != 8'hFF)
                    wiper_value <= wiper_value + 1'b1;
            end else if (down_rise && !up_rise) begin
                if (wiper_value != 8'h00)
                    wiper_value <= wiper_value - 1'b1;
            end
        end
    end
    localparam [1:0] SPI_IDLE   = 2'd0;
    localparam [1:0] SPI_LOAD   = 2'd1;
    localparam [1:0] SPI_TRANS  = 2'd2;
    localparam [1:0] SPI_FINISH = 2'd3;
    reg [1:0]  spi_state;
    reg [15:0] shift_reg;
    reg [4:0]  bit_cnt;       
    reg [15:0] div_cnt;       
    reg        spi_busy;
    reg        start_req;     
    reg        change_pending;
    wire div_hit = (div_cnt == SCK_DIV-1);
    wire [15:0] frame;
    assign frame = {8'h00, wiper_value};
    always @(posedge clk) begin
        if (!resetn) begin
            start_req      <= 1'b0;
            change_pending <= 1'b0;
        end else begin
            start_req <= 1'b0;  
            if (up_rise || down_rise) begin
                if (!spi_busy) begin
                    start_req      <= 1'b1;
                    change_pending <= 1'b0;
                end else begin
                    change_pending <= 1'b1;
                end
            end else if (change_pending && !spi_busy) begin
                start_req      <= 1'b1;
                change_pending <= 1'b0;
            end
        end
    end
    always @(posedge clk) begin
        if (!resetn) begin
            spi_state  <= SPI_IDLE;
            pot_cs_n   <= 1'b1;
            pot_sck    <= 1'b0;
            pot_mosi   <= 1'b0;
            spi_busy   <= 1'b0;
            bit_cnt    <= 5'd0;
            shift_reg  <= 16'd0;
            div_cnt    <= 16'd0;
        end else begin
            case (spi_state)
                SPI_IDLE: begin
                    pot_cs_n  <= 1'b1;
                    pot_sck   <= 1'b0;
                    spi_busy  <= 1'b0;
                    div_cnt   <= 16'd0;
                    if (start_req) begin
                        spi_state <= SPI_LOAD;
                    end
                end
                SPI_LOAD: begin
                    shift_reg <= frame;
                    bit_cnt   <= 5'd16;
                    pot_cs_n  <= 1'b0;    
                    pot_sck   <= 1'b0;
                    spi_busy  <= 1'b1;
                    pot_mosi  <= frame[15];
                    spi_state <= SPI_TRANS;
                end
                SPI_TRANS: begin
                    if (div_hit) begin
                        div_cnt <= 16'd0;
                        pot_sck <= ~pot_sck;
                        if (pot_sck == 1'b0) begin
                        end else begin
                            bit_cnt <= bit_cnt - 1'b1;
                            if (bit_cnt > 1) begin
                                shift_reg <= {shift_reg[14:0], 1'b0};
                                pot_mosi  <= shift_reg[14];  
                            end else begin
                                spi_state <= SPI_FINISH;
                            end
                        end
                    end else begin
                        div_cnt <= div_cnt + 1'b1;
                    end
                end
                SPI_FINISH: begin
                    pot_cs_n  <= 1'b1;    
                    pot_sck   <= 1'b0;
                    spi_busy  <= 1'b0;
                    spi_state <= SPI_IDLE;
                end
                default: spi_state <= SPI_IDLE;
            endcase
        end
    end
endmodule
```
==> flow_metrics.py <==
# Auto-generated metrics
metrics = {
    "hold_path": {
        "timing.hold.worst_path_depth": 1,
        "worst_hold_path.endpoint": "start_req$_SDFF_PN0_",
        "min_path_type": "reg2reg",
        "min-delay-start": "spi_busy$_SDFFE_PN0P_",
    },
    "global_routing": {
        "gr-usage-all-layers_pct": 16.6,
        "first_global_vias": 2149,
        "grt_first_pass_wirelength_mm": 10.1,
        "overflow": 0,
        "antenna_found_initial": 0,
        "grt_max_degree": 33,
    },
    "placement": {
        "port_buffers": 6,
        "place_hpwl_mm": 3.80,
        "routabilityCongestion": 0.783,
        "worst_slack_placed_ns": 0.411,
    },
    "worst_setup_path": {
        "timing.rr.start": "btn1_d1$_SDFF_PN0_",
        "start_kind": "flip-flop",
        "worstPathBufferInverterCount": 2,
        "worst-endpoint-required_ns": 3.12,
        "timing.critical_path.from": "btn1_d1$_SDFF_PN0_",
        "reg2reg_depth": 10,
        "critical_path.top_delay_family": "AND-OR/OR-AND gates",
        "worstPathArrival_ns": 2.72,
        "regToRegSetupSlack_ns": 0.40,
        "timing.rr.end": "wiper_value[7]$_SDFFE_PN1P_",
        "critical-path-slowest-cell": "mux2_2",
        "critical-path-max-stage-delay_ns": 0.34,
        "worst_setup_path_end_kind": "flip-flop",
        "setup.worst_path.class": "reg2reg",
        "critPathMaxFanout": 7,
        "timing.critical_path.cells": "nand2b_1 > inv_1 > ha_1 > inv_1 > ha_1 > a21oi_1 > o2111ai_1 > a31o_2 > a21oi_1 > mux2_2",
    },
    "floorplanning": {
        "chipHeight_um": 88.7,
        "num_rows": 31,
        "core_area_sq_um": 7250,
        "die_width_um": 88.7,
        "io_pins": 9,
        "core_util_floorplan_pct": 41.4,
        "die-area_sq_um": 7860,
    },
    "finish": {
        "number_of_flip_flops_under_the_largest_register_name": 16,
        "final_util_pct": 45.6,
        "n_fill_cell": 697,
        "layout-drive-gt1-share_pct": 11.7,
        "area.growth.synth_to_final_pct": 10.1,
    },
    "clock_network": {
        "cts-root-to-sink-buffers": 2,
        "clk_transition_reported_paths_ns": 0.06,
        "root_buffer": "clkbuf_8",
        "cts_tree": "built",
        "number_of_sinks_handled_by_clock_tree_synthesis": 58,
        "cts_hold_buf": 0,
        "cts_inserted_buffers": 9,
        "clkLatencyLatePin_ns": 0.33,
        "cts.repair.resized": 0,
        "cts.htree.levels": 3,
        "cts_setup_buffers": 0,
    },
    "drt": {
        "avgRoutedWirePerCell_um": 13.1,
        "postRouteWirelength_mm": 5.86,
        "insertedDiodeCount": 0,
        "detailedRoute.firstPassIterationCount": 4,
        "via_per_inst": 5.48,
        "postRouteAntennaNets": 0,
        "violation_tally_from_detailed_route_iteration_zero": 177,
        "drc": 0,
        "detailroute.via_count": 2457,
    },
    "power": {
        "power_density_nw_per_um2": 551,
        "leakage_nw": 1.18,
        "power.ir.vdd_worst_v": 0.000313,
    },
    "sta": {
        "setup_total_negative_slack_ns": 0,
        "hold_violations": 0,
        "rsz0062_at_grt": "false",
        "tightestPinTransition_ns": 0.799,
        "max_freq_mhz": 399,
        "fin_ws_ns": 0.396,
        "post-route-min-period_ns": 2.50,
        "drv_slew": 0,
        "max-slew-margin-rel_pct": 46.7,
        "fin_skew_ns": 0.00811,
        "final-setup-viol-count": 0,
        "post-route-period-util_pct": 86.4,
    },
    "yosys": {
        "yosys_cells": 343,
        "post_synth_instance_area_sq_um": 3010,
        "post_synth_xor_xnor_area_pct": 1.46,
        "yosys_warnings": 1,
        "ys_chip_area_sq_um": 3010,
        "synthTopCellsByCount": "dfxtp_1, nand3_1, nand2_1",
        "synth.area.top_cells": "dfxtp_1, nand3_1, ha_1, nand2_1, a21boi_1",
        "synthDistinctLibCells": 56,
        "synthesis.instances": 343,
        "yosys_register_bits": 58,
        "yosysTopAreaCell": "dfxtp_1",
        "syn-mean-instance-area_sq_um": 8.76,
        "post_synth_fa_ha_maj_area_fraction_pct": 5.66,
        "synth.cellmix.simpleShare_pct": 26.2,
        "postSynth.asyncResetShare_pct": 0,
        "mux_area_share_pct": 1.04,
        "synth.most_common_cell": "dfxtp_1",
        "ys_dominant_reg_cell": "dfxtp_1",
        "synthAoiAreaFrac_pct": 21.9,
        "synth-edff-count": 0,
        "top_cell_type_s_share_of_synthesized_area_pct": 38.6,
        "yosys.stat.seqShare_pct": 38.6,
        "synth.comb.largest_family": "simple AND/OR/NAND/NOR gates",
    },
    "job": {
        "warning_count": 30,
        "maxCapViolCount": 0,
    },
    "status": {
        "result_of_the_run": "completed",
    },
}
[how the worst max path moves through the flow]
stage                              to  slack, ns  cells after the start
5_1_grt   wiper_value[7]$_SDFFE_PN1P_       0.24                     10
4_1_cts   wiper_value[7]$_SDFFE_PN1P_       0.39                     10
6_report  wiper_value[7]$_SDFFE_PN1P_       0.40                     10
[through the flow]
stage / hold slack, ns / area (sq um) / instances / power (W)
finish: 0.444 / 3310 / 448 / 0.00182
global route: 0.479 / 3310 / 448 / 0.00192
CTS: 0.451 / 3310 / 448 / 0.00185
detailed placement: 0.443 / 3120 / 434 / 0.00111
global placement: 0.436 / 3120 / 434 / 0.00111
floorplan: 0.413 / 3010 / 343 / 0.00106
[final cells by class]
cell class | count | area [sq um] | share of cell area, %
Clock buffer | 11 | 151 | 4.57
Sequential cell | 58 | 1160 | 35.1
Multi-Input combinational cell | 253 | 1690 | 51.1
Tap cell | 99 | 124 | 3.74
Timing Repair Buffer | 10 | 90.1 | 2.72
Inverter | 14 | 52.6 | 1.59
Clock inverter | 3 | 40.0 | 1.21
[cells by family after synthesis]
| kind of cell | count (synthesis) |
|---|---|
| mux | 3 |
| simple gates | 142 |
| compound gates | 90 |
| fa+ha+maj | 13 |
| buf+inv | 32 |
| flops | 58 |
| xor+xnor | 5 |
[routing by layer]
| layer | wire length, um | vias up | track usage, % |
|---|---|---|---|
| met5 | 0 | - | 0 |
| met4 | 60 | 0 | 1.91 |
| met2 | 2620 | 51 | 26.0 |
| met1 | 2970 | 1146 | 24.6 |
| li1 | - | 1256 | - |
| met3 | 214 | 4 | 4.16 |
[cells in the final DEF, fill, tap and decap left out, types with 2 or more instances in the layout]
| cell type | count |
|---|---|
| nor2b_1 | 7 |
| nand4_1 | 4 |
| or2_2 | 2 |
| o2111ai_1 | 2 |
| dfxtp_1 | 58 |
| nor4_1 | 3 |
| nor4b_2 | 2 |
| clkdlybuf4s50_1 | 6 |
| and4_1 | 2 |
| inv_1 | 14 |
| and2_1 | 9 |
| o21ai_0 | 10 |
| xor2_1 | 2 |
| nand2_1 | 34 |
| nor2_1 | 15 |
| buf_4 | 4 |
| nand3_1 | 36 |
| a21boi_2 | 2 |
| a22oi_1 | 7 |
| a31o_2 | 5 |
| and3_1 | 4 |
| or3_1 | 3 |
| a21boi_1 | 10 |
| nand2b_1 | 4 |
| a31oi_1 | 7 |
| nor3_1 | 8 |
| o21a_1 | 4 |
| o221a_2 | 6 |
| a21boi_0 | 8 |
| xnor2_1 | 3 |
| nor3b_1 | 2 |
| mux2i_1 | 2 |
| clkinv_2 | 2 |
| o211ai_1 | 4 |
| ha_1 | 12 |
| clkbuf_8 | 11 |
| o311a_1 | 2 |
| a21oi_1 | 14 |
[power breakdown]
group	total [W]	switching (W)	internal, W
logic	0.000232	0.000125	0.000107
registers	0.000860	0.0000343	0.000826
clock network	0.000732	0.000301	0.000431
total	0.00182	0.000460	0.00136
Power figures rest on the tool's default switching activity, not on a simulated workload.
